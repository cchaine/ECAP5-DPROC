==> /design/flow/design.v <==
module fetch #(
  parameter logic[31:0] BOOT_ADDRESS      = 32'h00001000
)(
  input   logic        clk_i,
  input   logic        rst_i,
  input   logic        branch_i,
  input   logic[31:0]  branch_target_i,
  output  logic[31:0]  wb_adr_o,
  input   logic[31:0]  wb_dat_i,
  output  logic        wb_we_o,
  output  logic[3:0]   wb_sel_o,
  output  logic        wb_stb_o,
  input   logic        wb_ack_i,
  output  logic        wb_cyc_o,
  input   logic        wb_stall_i,
  input   logic        output_ready_i,
  output  logic        output_valid_o,
  output  logic[31:0]  instr_o,
  output  logic[31:0]  pc_o
);
typedef enum logic [2:0] {
  IDLE,           
  REQUEST,        
  MEMORY_WAIT,    
  DONE,           
  MEMORY_STALL,   
  PIPELINE_STALL  
} state_t; 
state_t state_d, state_q  ;
logic        rst_q,           rst_qq;          
logic        pending_jump_d,  pending_jump_q;  
logic        fetch_request;                    
logic[31:0]  wb_adr_d,        wb_adr_q;        
logic        wb_stb_d,        wb_stb_q;        
logic        wb_cyc_d,        wb_cyc_q;        
logic[31:0]  pc_d,            pc_q,            pc_qq;
logic[31:0]  instr_d,         instr_q;         
logic        output_valid_d,  output_valid_q;  
assign fetch_request = (rst_qq && !rst_i) || (output_valid_q && output_ready_i) || (pending_jump_q);
always_comb begin : state_machine
  state_d = state_q;
  case(state_q)
    IDLE: begin
      if(fetch_request) begin
        if(wb_stall_i) begin
          state_d = MEMORY_STALL;
        end else begin
          state_d = REQUEST;
        end
      end
    end
    MEMORY_STALL: begin
      if(!wb_stall_i) begin
        if(wb_ack_i) begin
          state_d = DONE;
        end else begin
          state_d = MEMORY_WAIT;
        end
      end
    end
    REQUEST: begin
      if(wb_ack_i) begin
        state_d = DONE;
      end else begin
        state_d = MEMORY_WAIT;
      end
    end
    MEMORY_WAIT: begin
      if(wb_ack_i) begin
        state_d = DONE;
      end
    end
    DONE: begin
      if(output_ready_i) begin
        state_d = IDLE;
      end else begin
        state_d = PIPELINE_STALL;
      end
    end
    PIPELINE_STALL: begin
      if(output_ready_i || pending_jump_q) begin
        if(fetch_request) begin
          if(wb_stall_i) begin
            state_d = MEMORY_STALL;
          end else begin
            state_d = REQUEST;
          end
        end
      end
    end
    default: begin
    end
  endcase
end
always_comb begin : wishbone_read
  wb_adr_d = wb_adr_q;
  wb_stb_d = wb_stb_q;
  wb_cyc_d = wb_cyc_q;
  case(state_q)
    IDLE: begin
      if(fetch_request) begin
        wb_adr_d = pc_d;
        wb_stb_d = 1;
        wb_cyc_d = 1;
      end
    end
    MEMORY_STALL: begin
      if(!wb_stall_i) begin
        wb_stb_d = 0;
      end
    end
    REQUEST: begin
      wb_stb_d = 0;
    end
    DONE: begin
      wb_cyc_d = 0;
    end
    PIPELINE_STALL: begin
      if(output_ready_i || pending_jump_q) begin
        if(fetch_request) begin
          wb_adr_d = pc_d;
          wb_stb_d = 1;
          wb_cyc_d = 1;
        end
      end
    end
    default: begin
    end
  endcase
end
always_comb begin : output_management
  pending_jump_d = pending_jump_q;
  output_valid_d = output_valid_q;
  instr_d = instr_q;
  case(state_q)
    IDLE: begin
      if(fetch_request) begin
        output_valid_d = 0;
        pending_jump_d = 0;
      end
    end
    MEMORY_STALL: begin
      if(!wb_stall_i) begin
        if(wb_ack_i) begin
          instr_d = wb_dat_i;
        end
      end
    end
    REQUEST: begin
      if(wb_ack_i) begin
        instr_d = wb_dat_i;
      end
    end
    MEMORY_WAIT: begin
      if(wb_ack_i) begin
        instr_d = wb_dat_i;
      end
    end
    DONE: begin
      if(pending_jump_q) begin
        output_valid_d = 0;
      end else begin
        output_valid_d = 1;
      end
    end
    PIPELINE_STALL: begin
      if(output_ready_i || pending_jump_q) begin
        output_valid_d = 0;
        if(fetch_request) begin
          pending_jump_d = 0;
        end
      end
    end
    default: begin
    end
  endcase
end
always_comb begin : pc_update
  pc_d = pc_q;
  if (output_valid_q && output_ready_i) begin
    pc_d = pc_q + 4;
  end
  if (branch_i && !pending_jump_q) begin
    pc_d = branch_target_i;
  end
end
always_ff @(posedge clk_i) begin
  if(rst_i) begin
    state_q         <=  IDLE;
    wb_adr_q        <=  0;
    wb_stb_q        <=  0;
    wb_cyc_q        <=  0;
    output_valid_q  <=  0;
    instr_q         <=  0;
    pc_q            <=  BOOT_ADDRESS;
    pending_jump_q  <=  0;
  end else begin
    state_q         <=  state_d;
    wb_adr_q        <=  wb_adr_d;
    wb_stb_q        <=  wb_stb_d;
    wb_cyc_q        <=  wb_cyc_d;
    instr_q         <=  instr_d;
    pc_q            <=  pc_d;
    if(branch_i) begin
      pending_jump_q <=  1;
      output_valid_q  <=  0;
    end else begin
      pending_jump_q <=  pending_jump_d;
      output_valid_q  <=  output_valid_d;
    end
  end
  rst_q   <=  rst_i;
  rst_qq  <=  rst_q;
  pc_qq   <=  pc_q;
end
assign  wb_adr_o  =  wb_adr_q;
assign  wb_we_o   =  0;
assign  wb_sel_o  =  4'hF;
assign  wb_stb_o  =  wb_stb_q;
assign  wb_cyc_o  =  wb_cyc_q;
assign  output_valid_o  =  output_valid_q;
assign  instr_o         =  instr_q;
assign  pc_o            =  pc_q;
endmodule  
==> /design/flow/run.sh <==
#!/bin/bash
# OpenROAD 26Q1-2900-gdf79404cd8, Yosys 0.63+post, stock flow scripts
make -C /OpenROAD-flow-scripts/flow DESIGN_CONFIG=/design/flow/config.mk WORK_HOME=/design/flow/orfs finish
==> /design/flow/config.mk <==
export PLATFORM = sky130hd
export DESIGN_NAME = fetch
export DESIGN_NICKNAME = fetch
export VERILOG_FILES = /design/flow/design.v
export SDC_FILE = /design/flow/constraint.sdc
export NUM_CORES = 4
export LEC_CHECK = 1
export CORE_UTILIZATION = 30
==> /design/flow/constraint.sdc <==
current_design fetch

set clk_period 7.0
set clk_io_pct 0.2

create_clock -name clk0 -period $clk_period [get_ports {clk_i}]

set non_clock_inputs [all_inputs -no_clocks]
set_input_delay [expr $clk_period * $clk_io_pct] -clock clk0 $non_clock_inputs
set_output_delay [expr $clk_period * $clk_io_pct] -clock clk0 [all_outputs]
==> out/metrics.csv <==
stage,metric,value,unit
logic_synthesis,ys.flops,108,
final_timing,rsz0062_at_grt,false,
logic_synthesis,ys_async_sr_fraction,0,%
run,drv_cap,0,
final_timing,fin_setup_tns,0,ps
floorplan,num_rows,45,
clock_tree,post_cts_resized,0,
hold_path,min-delay-start,rst_q,
clock_tree,clkTransAtPathRegs,70,ps
drt,drtPass1Iterations,4,
critical_path,cpMostUsedCell,buf_4,
logic_synthesis,synth_cell_types,58,
place,gp_congestion,0.813,
clock_tree,cts_buffers,9,
power_and_ir_drop,p_leak,2.40,nW
global_route,grt-ovfl-total,0,
hold_path,whs_path_depth,0,
final_timing,timing.final.crit_share,53.7,%
critical_path,worstSetupStartpoint,rst_i,
drt,drc,0,
place,port_buffers,168,
clock_tree,cts_hold_buf,0,
power_and_ir_drop,peakVddDrop,0.126,mV
critical_path,rr_worst_depth,6,
finish,drive_gt1_share,5.37,%
critical_path,worstPathArrival,4000,ps
logic_synthesis,synth_area,4680,um^2
critical_path,path_class,in2reg,
final_timing,slew-limit-headroom,47.7,%
clock_tree,cts_buffer_depth,2,
critical_path,worst-r2r-setup-slack,4460,ps
final_timing,max_freq,266,MHz
finish,mostFrequentLayoutCell,clkdlybuf4s50_1,
drt,postRouteAntennaNets,0,
critical_path,path_cells,"buf_2, buf_4, nor2b_1, o311a_1, buf_4, nand4_1, o32ai_1, a31o_2",
place,numPlacedInstances,879,
drt,wl_per_cell,15.5,um
floorplan,die_h,127,um
final_timing,period_needed,3760,ps
global_route,grt_max_degree,68,
clock_tree,cts_tree,yes,
place,place_area,6480,um^2
drt,diodes,0,
finish,final_cell_mix,"clkdlybuf4s50_1 (167), dfxtp_1 (108), nand2_1 (83)",
final_timing,worst_slew_pin_slew,781,ps
final_timing,hold_viol,0,
clock_tree,htree_levels,3,
floorplan,die_w,127,um
critical_path,path_max_fanout,67,
drt,via_count,4542,
logic_synthesis,synthFlopType,dfxtp_1,
drt,first_iter_violations,280,
floorplan,dieArea,16100,um^2
critical_path,critical_path_buf_inv_count,3,
logic_synthesis,yosys_area,4680,um^2
critical_path,cp-start-kind,input port,
run_status,status,"finished, final reports clean",
clock_tree,post-cts-setup-buffer-count,0,
power_and_ir_drop,p_per_area,216,nW/um^2
critical_path,reg2reg_from,pending_jump_q,
global_route,grt_pass1_vias,4199,
finish,area_growth,45.4,%
hold_path,hold_end,rst_qq,
logic_synthesis,ys_cells,558,
global_route,gr-usage-all-layers,17.6,%
logic_synthesis,ys_seq_share,46.2,%
finish,design_area,6810,um^2
final_timing,skew,7.77,ps
run,warnings,25,
critical_path,r2r_end,wb_adr_q[17],
critical_path,cp_slowest_stage_delay,680,ps
finish,seq_area,2160,um^2
logic_synthesis,avgSynthCellArea,8.39,um^2
critical_path,crit_slowest_cell,buf_4,
clock_tree,insertion_delay,350,ps
clock_tree,cts_root_buf,clkbuf_16,
finish,mi_logic_area,2340,um^2
finish,finalNonFillerCells,895,
floorplan,io_pins,174,
place,hpwl,10000,um
critical_path,end_kind,register,
drt,routed_wl,13900,um
clock_tree,clock_sink_count,108,
critical_path,crit_family,buffers and inverters,
final_timing,setup_viol,0,
drt,avgViaCountPerCell,5.07,
critical_path,required,7250,ps
logic_synthesis,ys_warn_count,1,
floorplan,coreArea,15200,um^2
floorplan,fp_util,30.8,%
logic_synthesis,synthCells,558,
final_timing,slew_violations,0,
hold_path,hold_path.class,reg2reg,
final_timing,hold_ws,330,ps
global_route,grt_pass1_wl,22200,um
global_route,antenna_found_initial,0,
finish,fillerInstances,1427,
logic_synthesis,edf_count,0,
-- kinds of logic after synthesis --
group	synth area share, %
adder cells (fa/ha/maj)	0.267
buffers and inverters	4.92
multiplexers	1.50
other	0.160
flip-flops	46.2
XOR/XNOR	3.37
AND/OR/NAND/NOR	23.5
AND-OR/OR-AND	20.1
-- report_power, final --
group	switching, mW	internal (mW)
Clock	0.223	0.316
Sequential	0.0400	0.657
Combinational	0.0947	0.141
Total	0.358	1.11
-- worst reg2reg max path, stage by stage (launching register included) --
cell      delay, ps
dfxtp_1         560
nand2b_2        580
buf_4           450
nand3_1         110
or4_1           410
a31oi_1         220
a22o_1          160
-- per-stage QoR --
stage | utilization [%] | setup slack (ps) | total power [mW]
after global placement | 42.6 | 2890 | 0.945
after CTS | 44.8 | 3250 | 1.49
after floorplan | - | 3990 | 0.796
after detailed placement | 42.6 | 2870 | 0.947
after global routing | 44.8 | 3060 | 1.54
final | 44.8 | 3240 | 1.47
-- worst max path at each step --
| stage | endpoint | slack, ps | depth (start not counted) |
|---|---|---|---|
| 4_1_cts | wb_adr_q[27] | 3250 | 8 |
| 5_1_grt | wb_adr_q[29] | 3060 | 8 |
| 6_report | wb_adr_q[27] | 3240 | 8 |
-- synthesized netlist by cell type (all sizes together) (3+ instances only) --
cell	n	area (um^2)
nand2	83	312
nor2	50	188
nor3b	3	22.5
mux2i	7	70.1
a211o	7	62.6
nand3	25	125
or3	8	56.3
or2	3	18.8
nand4	12	90.1
inv	5	18.8
and4	3	26.3
xor2	9	78.8
buf	20	118
o31ai	3	22.5
a21boi	3	22.5
dfxtp	108	2160
a22o	5	43.8
nand2b	3	18.8
nor2b	3	18.8
nor3	13	65.1
a21oi	55	275
xnor2	9	78.8
a211oi	28	210
and3	10	62.6
nor4	7	50.1
a31oi	6	37.5
o21ai	15	75.1
clkbuf	25	93.8
or4	3	22.5
-- metal layers --
layer | share of wire, % | vias up | GRT usage (%)
li1 | - | 2281 | -
met1 | 47 | 2130 | 26.1
met2 | 46 | 115 | 27.8
met3 | 4.8 | 16 | 3.44
met4 | 1.5 | 0 | 2.52
met5 | 0 | - | 0
-- registers in the layout (all words and copies together) (netlist names) --
signal / cells
state_q: 6
rst_qq: 1
rst_q: 1
pc_q: 32
wb_cyc_q: 1
instr_q: 32
wb_adr_q: 32
output_valid_q: 1
pending_jump_q: 1
wb_stb_q: 1
-- final cells by class --
class                           count  area share (%)
Multi-Input combinational cell    403            34.3
Sequential cell                   108            31.8
Timing Repair Buffer              175            25.4
Clock buffer                       13            4.12
Tap cell                          188            3.46
Clock inverter                      3           0.625
Inverter                            5           0.276
No activity file was given, so power comes from the tool's default toggle rates.
