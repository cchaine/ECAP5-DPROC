==> config.mk <==
export PLATFORM = sky130hd
export DESIGN_NAME = loadstore
export DESIGN_NICKNAME = loadstore
export VERILOG_FILES = /design/flow/design.v
export SDC_FILE = /design/flow/constraint.sdc
export NUM_CORES = 4
export LEC_CHECK = 1
export CORE_UTILIZATION = 30
==> constraint.sdc <==
current_design loadstore

set clk_period 7.1
set clk_io_pct 0.2

create_clock -name clk0 -period $clk_period [get_ports {clk_i}]

set non_clock_inputs [all_inputs -no_clocks]
set_input_delay [expr $clk_period * $clk_io_pct] -clock clk0 $non_clock_inputs
set_output_delay [expr $clk_period * $clk_io_pct] -clock clk0 [all_outputs]
==> design.v <==
module loadstore
(
  input   logic        clk_i,
  input   logic        rst_i,
  output  logic        input_ready_o,
  input   logic        input_valid_i,
  input   logic[31:0]  alu_result_i,
  input   logic        enable_i,
  input   logic        write_i,
  input   logic[31:0]  write_data_i,
  input   logic[3:0]   sel_i,
  input   logic        unsigned_load_i,
  input   logic        reg_write_i,
  input   logic[4:0]   reg_addr_i,
  output  logic[31:0]  wb_adr_o,
  input   logic[31:0]  wb_dat_i,
  output  logic[31:0]  wb_dat_o,
  output  logic        wb_we_o,
  output  logic[3:0]   wb_sel_o,
  output  logic        wb_stb_o,
  input   logic        wb_ack_i,
  output  logic        wb_cyc_o,
  input   logic        wb_stall_i,
  output  logic        output_valid_o,
  output  logic        reg_write_o,
  output  logic[4:0]   reg_addr_o,
  output  logic[31:0]  reg_data_o
);
typedef enum logic [2:0] {
  IDLE,            
  REQUEST,         
  MEMORY_WAIT,     
  DONE,            
  MEMORY_STALL     
} state_t;
state_t state_d, state_q;
logic memory_request;
logic[31:0] write_data;
logic[31:0] signed_read_data;
logic[3:0] sel_q;
logic unsigned_load_q;
logic[31:0]  wb_adr_d,        wb_adr_q;        
logic[31:0]  wb_dat_d,        wb_dat_q;        
logic        wb_we_d,         wb_we_q;        
logic[3:0]   wb_sel_d,        wb_sel_q;        
logic        wb_stb_d,        wb_stb_q;        
logic        wb_cyc_d,        wb_cyc_q;        
logic input_ready_d, input_ready_q;
logic output_valid_q;
logic reg_write_d, reg_write_q;
logic[4:0] reg_addr_d, reg_addr_q;
logic[31:0] reg_data_d, reg_data_q;
assign memory_request = (enable_i && input_valid_i);
always_comb begin : state_machine
  state_d = state_q;
  case(state_q)
    IDLE: begin
      if(memory_request) begin
        if(wb_stall_i) begin
          state_d = MEMORY_STALL;
        end else begin
          state_d = REQUEST;
        end
      end
    end
    MEMORY_STALL: begin
      if(!wb_stall_i) begin
        if(wb_ack_i) begin
          state_d = DONE;
        end else begin
          state_d = MEMORY_WAIT;
        end
      end
    end
    REQUEST: begin
      if(wb_ack_i) begin
        state_d = DONE;
      end else begin
        state_d = MEMORY_WAIT;
      end
    end
    MEMORY_WAIT: begin
      if(wb_ack_i) begin
        state_d = DONE;
      end
    end
    DONE: begin
      state_d = IDLE;
    end
    default: begin
    end
  endcase
end
always_comb begin : data_size
  write_data = 0;
  case(sel_i)  
    4'h1: write_data = {24'h0, write_data_i[7:0]};
    4'h3: write_data = {16'h0, write_data_i[15:0]};
    4'hF: write_data = write_data_i[31:0];
    default: begin end
  endcase
  signed_read_data = 0;
  case(sel_q)  
    4'h1: signed_read_data = {{24{wb_dat_i[7]}}, wb_dat_i[7:0]};
    4'h3: signed_read_data = {{16{wb_dat_i[15]}}, wb_dat_i[15:0]};
    4'hF: signed_read_data = wb_dat_i[31:0];
    default: begin end
  endcase
end
always_comb begin : wishbone_read
  wb_adr_d = wb_adr_q;
  wb_stb_d = wb_stb_q;
  wb_cyc_d = wb_cyc_q;
  wb_dat_d = wb_dat_q;
  wb_we_d = wb_we_q;
  wb_sel_d = wb_sel_q;
  case(state_q)
    IDLE: begin
      if(memory_request) begin
        wb_adr_d = alu_result_i;
        wb_dat_d = write_data;
        wb_we_d  = write_i;
        wb_sel_d = sel_i;
        wb_stb_d = 1;
        wb_cyc_d = 1;
      end
    end
    MEMORY_STALL: begin
      if(!wb_stall_i) begin
        wb_stb_d = 0;
      end
    end
    REQUEST: begin
      wb_stb_d = 0;
    end
    DONE: begin
      wb_cyc_d = 0;
    end
    default: begin
    end
  endcase
end
always_comb begin : reg_output
  reg_write_d = reg_write_q;
  reg_addr_d = reg_addr_q;
  reg_data_d = reg_data_q;
  if(state_q == IDLE) begin
    reg_addr_d = reg_addr_i;
    reg_data_d = alu_result_i;
    reg_write_d = input_valid_i ? reg_write_i : 0;
  end else if(wb_ack_i) begin
    reg_data_d = unsigned_load_q ? wb_dat_i : signed_read_data;
  end
end
always_comb begin : input_ready
  input_ready_d = input_ready_q;
  if(state_q == IDLE) begin
    input_ready_d = 1;
  end
  if(state_q == DONE) begin
    input_ready_d = 1;
  end
  if(state_q == IDLE && memory_request) begin
    input_ready_d = 0;
  end
end
always_ff @(posedge clk_i) begin
  if(rst_i) begin
    state_q         <= IDLE;
    input_ready_q <= 0;
    wb_adr_q        <= '0;
    wb_dat_q        <= '0;
    wb_we_q         <=  0;
    wb_sel_q        <= '0;
    wb_stb_q        <=  0;
    wb_cyc_q        <=  0;
    output_valid_q  <=  0;
    reg_write_q   <=  0;
    reg_addr_q    <=  '0;
    reg_data_q    <=  '0;
  end else begin
    state_q         <=  state_d;
    input_ready_q  <= input_ready_d;
    wb_adr_q        <=  wb_adr_d;
    wb_dat_q        <=  wb_dat_d;
    wb_we_q         <=  wb_we_d;
    wb_sel_q        <=  wb_sel_d;
    wb_stb_q        <=  wb_stb_d;
    wb_cyc_q        <=  wb_cyc_d;
    output_valid_q  <= (state_q == IDLE && ~enable_i) || (state_q == DONE);
    reg_write_q <= reg_write_d;
    reg_addr_q <= reg_addr_d;
    reg_data_q <= reg_data_d;
    if(state_q == IDLE) begin
      sel_q <= sel_i;
      unsigned_load_q <= unsigned_load_i;
    end
  end
end
assign input_ready_o = input_ready_q;
assign wb_adr_o = wb_adr_q;
assign wb_dat_o = wb_dat_q;
assign wb_we_o  = wb_we_q;
assign wb_sel_o = wb_sel_q;
assign wb_stb_o = wb_stb_q;
assign wb_cyc_o = wb_cyc_q;
assign reg_write_o = reg_write_q;
assign reg_addr_o = reg_addr_q;
assign reg_data_o = reg_data_q;
assign output_valid_o = output_valid_q;
endmodule  
==> run.sh <==
#!/bin/bash
# OpenROAD 26Q1-2900-gdf79404cd8, Yosys 0.63+post, stock flow scripts
make -C /OpenROAD-flow-scripts/flow DESIGN_CONFIG=/design/flow/config.mk WORK_HOME=/design/flow/orfs finish
==> Slide: Implementation Results <==
Implementation Results

Run status
  • Status: finished, final reports clean

STA
  • Worst-margin pin slew: 0.946 ns
  • Final setup fails: 0
  • Post-layout min period: 3.59 ns
  • Maximum achievable frequency: about 280 MHz
  • Slew Viols, Final: 0
  • Max_slew headroom: 36.9%
  • Final TNS setup: 0 ns
  • Fin. Hold Viols: 0
  • Final worst-path cycle share: roughly half
  • RSZ-0062 raised after global routing: false
  • Setup Skew: 0.00757 ns

Finish
  • Layout Utilization: between 40% and 50%
  • Synthesis-to-finish area growth: 60.6%
  • Number of fill cells in the layout: 1413
  • Fin area: roughly 0.0078 sq mm
  • Share of cells above drive strength 1: 8.98%

Clock tree
  • Clk slew on worst S/H paths: 0.06 ns
  • Clk buf depth: 2
  • Post_cts resized: 0
  • H-tree levels: 4
  • Clock latency on the worst-skew pair: 0.40 ns
  • Num CTS Buffers: 17
  • Cts hold-fix bufs: 0
  • Num Clock Sinks: 121
  • CTS tree: built
  • Clk root buf: clkbuf_16
  • Post-CTS Setup Bufs: 0

Placed design
  • DP Area: a little over 0.007 sq mm
  • Detailed-placement wirelength estimate: 10200 um
  • Gpl congestion: just under 0.8
  • Port buffer count: 224

Die
  • Die span in x: 129 um
  • Core area: 0.0159 sq mm
  • # rows: 46
  • I/O pin count: 225
  • Chip Area: 0.0168 sq mm
  • FP Util: 30.7%
  • Die Height: ~130 um

Setup path
  • Crit path max fanout: 39
  • Slowest stage delay, CP: 0.79 ns
  • Critical R2R Capture: reg_data_q[7]
  • Critical Setup Path Class: primary input to flop
  • CP endpoint kind: flop
  • Setup crit start: enable_i
  • Worst flop-to-flop path startpoint: state_q[0]
  • Reg2Reg Setup Slack: 4.71 ns
  • Crit path cell chain: clkdlybuf4s50_1 -> and3_2 -> nand3b_1 -> nor2_2 -> a22o_1
  • Nature of the critical path startpoint: primary input
  • CP bufs+invs: 1
  • WP depth: 5
  • Worst Reg-to-Reg Cells: 6
  • Required time of the worst setup path: 7.45 ns
  • Top delay family on crit path: simple AND/OR/NAND/NOR gates
  • CP endpoint: wb_dat_q[20]
  • Critical Path AT: 3.93 ns
  • Slowest CP cell: and3_2

Flow run
  • Tool warnings: 25
  • Maxcap violations: 0

Synthesis
  • Mapped Area: 0.00488 sq mm
  • Synth warnings: 1
  • Mapped Cells: around 540
  • # Cells Yosys: between 500 and 600
  • Synthesized area per cell: 9.03 sq um
  • Commonest flop: dfxtp_1
  • Number of enable flip-flop cells: 5
  • Distinct cells, synth: 42
  • Async set or reset register ratio after synthesis: 0%
  • Post-synth regs: 121
  • Yosys chip area: between 0.004 and 0.005 sq mm
  • Register share after synthesis: 50.7%

Global routing
  • Vias in the first global route: 4460
  • GRT Total Usage: between 10% and 20%
  • First-pass GRT wire length: 23200 um
  • Largest net degree at the start of global routing: 80
  • Initial antenna violation count: 0
  • GRT overflow: 0

Route
  • Antenna-violating nets left: 0
  • Number of diodes: 0
  • DR iter-0 viols: 258
  • Routed len/inst: 15.4 um
  • Drt total wl: 15000 um
  • Residual DRC count: 0
  • DR vias/cell: 4.84
  • Via count: 4706
  • TritonRoute pass-1 iters: 5

Worst hold path
  • Hold Path Class: flop to flop

Pwr
  • Leakage: about 2.9 nW
  • Total power: approximately 1.8 mW
  • Max VDD drop: 0.000150 V
  • Power Density: 232 mW/mm^2
## state kept, by name (all words and copies together) (netlist names)
register         cells
wb_sel_q             4
wb_cyc_q             1
sel_q                4
reg_data_q          32
wb_stb_q             1
unsigned_load_q      1
wb_adr_q            32
output_valid_q       1
wb_dat_q            32
wb_we_q              1
reg_addr_q           5
reg_write_q          1
state_q              5
input_ready_q        1
## worst min path at each step
stage,startpoint,end,slack (ns),depth (start not counted)
after CTS,wb_sel_q[0],wb_sel_q[0],0.45,2
after global routing,wb_sel_q[3],wb_sel_q[3],0.47,2
final,wb_sel_q[0],wb_sel_q[0],0.45,2
## worst register-to-register path: cells and delay by family, from the launching register on
family	cells	cell delay, ns
AOI/OAI and AO/OA	2	0.44
and+or+nand+nor	2	0.57
DFF	1	0.32
buffers and inverters	2	0.93
## cell usage after synthesis (2+ instances only)
cell	instances	area, sq um
nor2_2	2	12.5
clkbuf_1	27	101
nor3_1	13	65.1
nor2_1	68	255
nor3b_1	9	67.6
a22o_1	33	289
o21ai_0	3	15.0
a21oi_1	67	335
and3_1	2	12.5
nand2_1	76	285
nand3_1	4	20.0
dfxtp_1	116	2320
a211oi_1	4	30.0
o2bb2ai_1	13	114
a31oi_1	2	12.5
nor2b_1	3	18.8
nand2b_1	5	31.3
a221oi_1	28	245
a31o_2	6	52.6
buf_2	14	70.1
inv_1	3	11.3
edfxtp_1	5	150
nor3_2	9	90.1
mux2i_1	6	60.1
buf_4	2	15.0
buf_1	3	11.3
or2_2	2	12.5
## kinds of logic (layout without fill, tap and decap cells)
kind of cell / Yosys count / count (layout) / share of synthesized area (%)
AND-OR/OR-AND: 163 / 163 / 24.0
XOR/XNOR: 1 / 1 / 0.180
buffers and inverters: 50 / 267 / 4.52
multiplexers: 6 / 6 / 1.23
flip-flops: 121 / 121 / 50.7
AND/OR/NAND/NOR: 199 / 199 / 19.3
## stage by stage
stage               hold slack (ns)  worst slack (ns)  instances
finish                        0.450              3.51        973
global route                  0.470              3.33        973
CTS                           0.448              3.52        973
detailed placement            0.439              3.10        941
global placement              0.437              3.17        941
floorplan                     0.400              4.53        540
## routing by layer
metal	up-vias	part of all wire, %	GRT usage (%)
li1	2349	-	-
met5	-	0	0
met4	0	1.2	2.26
met2	197	45	28.0
met3	9	9.4	6.52
met1	2151	45	25.7
## power by group
group / switching (mW) / total (mW) / internal (mW)
clock network: 0.304 / 0.837 / 0.534
registers: 0.0195 / 0.737 / 0.717
logic: 0.0987 / 0.243 / 0.144
## area by class of cell
| class | count | area, sq um | share of cell area, % |
|---|---|---|---|
| Clock buffer | 21 | 460 | 5.88 |
| Clock inverter | 11 | 120 | 1.53 |
| Inverter | 3 | 11.3 | 0.144 |
| Multi-Input combinational cell | 369 | 2200 | 28.0 |
| Sequential cell | 121 | 2470 | 31.6 |
| Tap cell | 216 | 270 | 3.45 |
| Timing Repair Buffer | 232 | 2300 | 29.4 |
## cells in the final DEF (no fill, tap or decap), drive strengths merged
cell type      Yosys  routed
mux2i              6       6
nand3              4       4
or3b               1       1
nor4b              1       1
and4               1       1
xnor2              1       1
and2               1       1
clkinvlp           0       3
bufinv             0       2
a31o               7       7
a211o              1       1
or2                2       2
o31a               1       1
clkdlybuf4s50      0     223
inv                3       4
o2bb2ai           13      13
clkinv             0       5
a22o              33      33
a311oi             1       1
nand2b             5       5
nor2b              3       3
nor3              23      23
a21oi             68      68
edfxtp             5       5
a31oi              2       2
a211oi             5       5
nor3b              9       9
o21ai              4       4
and3               2       2
dfxtp            116     116
nand2             76      76
nor2              70      70
nand3b             1       1
a221oi            28      28
buf               20       9
clkbuf            27      21
No activity file was given, so power comes from the tool's default toggle rates.
