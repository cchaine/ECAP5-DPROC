[flow/design.v]
module registers (
  input   logic        clk_i,     
  input   logic[4:0]   raddr1_i,  
  output  logic[31:0]  rdata1_o,  
  input   logic[4:0]   raddr2_i,  
  output  logic[31:0]  rdata2_o,  
  input   logic        write_i,   
  input   logic[4:0]   waddr_i,   
  input   logic[31:0]  wdata_i    
);
logic[31:0] registers [32];
always @ (posedge clk_i) begin
  if (write_i & (waddr_i != 0)) begin
    registers[waddr_i] <= wdata_i;
  end else begin
    registers[waddr_i] <= registers[waddr_i];
  end
end
assign rdata1_o = raddr1_i == '0 ? '0 : registers[raddr1_i];
assign rdata2_o = raddr2_i == '0 ? '0 : registers[raddr2_i];
endmodule  
[flow/run.sh]
#!/bin/bash
# OpenROAD 26Q1-2900-gdf79404cd8, Yosys 0.63+post, stock flow scripts
make -C /OpenROAD-flow-scripts/flow DESIGN_CONFIG=/design/flow/config.mk WORK_HOME=/design/flow/orfs finish
[flow/config.mk]
export PLATFORM = sky130hd
export DESIGN_NAME = registers
export DESIGN_NICKNAME = registers
export VERILOG_FILES = /design/flow/design.v
export SDC_FILE = /design/flow/constraint.sdc
export NUM_CORES = 4
export LEC_CHECK = 1
export CORE_UTILIZATION = 50
[flow/constraint.sdc]
current_design registers

set clk_period 9.9
set clk_io_pct 0.2

create_clock -name clk0 -period $clk_period [get_ports {clk_i}]

set non_clock_inputs [all_inputs -no_clocks]
set_input_delay [expr $clk_period * $clk_io_pct] -clock clk0 $non_clock_inputs
set_output_delay [expr $clk_period * $clk_io_pct] -clock clk0 [all_outputs]
==> results_dict.tcl <==
# flow metrics
set metrics [dict create \
    yosysWarnings 1 \
    hpwl_um 84600 \
    die_y_um 312 \
    power_frac_comb_pct 9.0 \
    logic_family "multiplexers" \
    antenna_found_initial 5 \
    synth_top_flop_cell "edfxtp_1" \
    grt.met3_usage_pct 30.2 \
    async_flop_share_pct 0 \
    cts_tree "yes" \
    yosys.area.top_type_share_pct 64.2 \
    top_regs "registers (1024)" \
    core_sq_um 95000 \
    path_buffers 4 \
    postSynthAreaPerCell_sq_um 18.7 \
    crit_fanout 94 \
    cts_max_level 3 \
    dieWidth_um 312 \
    crit_path_max_incr_delay_ps 760 \
    cp-endpoint "rdata2_o[14]" \
    mux_share_pct 25.0 \
    crit_path_start_kind "input pin" \
    clkPwrFrac_pct 40.8 \
    xor_area_share_pct 0 \
    wl_per_cell_um 37.2 \
    syn_to_final_growth_pct 13.3 \
    swShare_pct 22.7 \
    routed_wl_um 152000 \
    top_cells_by_count "edfxtp_1, mux2i_1, mux4_2, clkbuf_1, nand2_1" \
    grt_max_degree 95 \
    cap_violations 0 \
    placed_cells 3877 \
    grt-busiest-layer "met2" \
    clock_sinks 1024 \
    place_congestion 0.884 \
    grt_pass1_wl_um 217000 \
    peakVddDrop_mv 0.127 \
    dieArea_sq_um 97100 \
    largest_register_ffs 1024 \
    yosys_area_sq_um 47900 \
    hold_buffers 0 \
    arrival_ps 5580 \
    end_kind "output pin" \
    grt_pass1_vias 31200 \
    area_leaders "edfxtp_1, mux4_2, mux2i_1" \
    grt-ovfl-total 0 \
    ys_types 39 \
    clk_pin_slew_ps 60 \
    portBuffers 112 \
    p_sw_w 0.00220 \
    pin_count 113 \
    top_cell "edfxtp_1" \
    warnings 26 \
    ys_sh_simple_pct 2.18 \
    netlist_area_sq_um 47900 \
    post-route-drc-count 0 \
    finalSetupTns_ps 0 \
    final_cells 4080 \
    maxSlewHeadroom_pct 28.0 \
    use_met1_pct 43.3 \
    cts_root_buf "clkbuf_16" \
    worstPathCellList "buf_8 -> buf_12 -> nor2b_4 -> buf_4 -> a221oi_1 -> a211oi_1 -> clkdlybuf4s50_1" \
    grt_use_total_pct 35.6 \
    post_cts_buffers 0 \
    rsz0062_at_grt "false" \
    ys_seq_share_pct 64.2 \
    drtIter0Drc 1854 \
    top_register "registers" \
    edf_count 1024 \
    setup_viol 0 \
    hold_viol 0 \
    cts_resized 0 \
    vias 28200 \
    yosys.area.top_type "edfxtp_1" \
    powerDensity_nw_per_um2 179 \
    worst_slew_pin_slew_ps 1080 \
    critical_path.top_delay_family "buffers and inverters" \
    p_total_w 0.00969 \
    crit_type "in -> out" \
    fin_crit_sh_pct 76.3 \
    p_int_w 0.00749 \
    core_util_floorplan_pct 50.4 \
    drive_gt1_share_pct 26.5 \
    critical_path_depth 7 \
    ys_cells 2564 \
    ys_seq_elements 1024 \
    synth_cells 2564 \
    ys_sh_adder_pct 0 \
    maxClockFrequency_mhz 132 \
    numCtsBuffers 110 \
    clk_path_buf_depth 3 \
    pwr-share-seq_pct 50.2 \
    drt-vias-per-instance 6.91 \
    status "complete, no violations" \
    final_util_pct 57.1 \
    crit_required_ps 7920 \
    first_pass_iters 5 \
    ant_nets 0 \
    fin_crit_ps 7560 \
    drv_slew 0 \
    rows 113 \
    synthAoiAreaFrac_pct 6.15 \
    gr-usage-met2_pct 49.1 \
    hp-class "in -> reg" \
    cp-startpoint "raddr2_i[2]" \
    cpMaxStageDelayCell "a211oi_1" \
    p_leak_nw 17.7 \
]
[layout by cell type (no fill, tap or decap), types with 6 or more instances in the layout]
master | Yosys | layout
bufinv_16 | 0 | 8
mux2i_1 | 320 | 320
nor2b_1 | 37 | 32
clkdlybuf4s50_1 | 0 | 102
buf_4 | 53 | 117
o221ai_1 | 64 | 64
a21oi_1 | 32 | 32
nand3b_1 | 6 | 6
mux4_2 | 316 | 316
a311oi_1 | 32 | 32
a22oi_1 | 64 | 64
clkbuf_16 | 0 | 113
nand2_1 | 85 | 85
o2111ai_1 | 10 | 10
a211oi_1 | 53 | 53
mux2_2 | 64 | 64
a221oi_1 | 38 | 38
a211oi_2 | 11 | 11
nor2_4 | 0 | 33
nand4_1 | 32 | 32
conb_1 | 1 | 32
edfxtp_1 | 1024 | 1024
o21ai_0 | 50 | 50
clkinv_2 | 0 | 26
mux4_1 | 36 | 36
a221oi_2 | 16 | 16
clkbuf_1 | 98 | 25
clkinv_1 | 0 | 22
[metrics by stage]
| stage | worst slack (ps) | hold slack [ps] | instance area (sq um) |
|---|---|---|---|
| 6_report | 2340 | 2110 | 54300 |
| 5_1_grt | 2200 | 2110 | 54300 |
| 4_1_cts | 2390 | 2070 | 54300 |
| 3_5_place_dp | 2390 | 2810 | 50800 |
| 3_3_place_gp | 2430 | 2800 | 50800 |
| 2_1_floorplan | 4530 | 2080 | 48000 |
[layer usage]
layer,share of wire (%),vias to the layer above
li1,-,11300
met1,30,14100
met2,46,2320
met3,20,368
met4,3.7,19
met5,0.25,-
[power groups by stage]
stage	Clock [W]	Sequential [W]	Combinational (W)
4_1_cts	0.00401	0.00486	0.000871
5_1_grt	0.00417	0.00487	0.000924
6_report	0.00395	0.00486	0.000874
[final cells by class]
class / count / area (sq um)
Antenna cell: 1 / 2.50
Inverter: 2 / 8.76
Clock inverter: 64 / 522
Multi-Input combinational cell: 1354 / 16400
Tap cell: 1265 / 1580
Clock buffer: 138 / 2920
Timing Repair Buffer: 232 / 2080
Fill cell: 6929 / 40700
Sequential cell: 1024 / 30700
[worst min path at each step]
stage,slack (ps),depth (start not counted),from,endpoint
4_1_cts,2070,2,wdata_i[14],registers[16][14]$_DFFE_PP_
5_1_grt,2110,2,wdata_i[6],registers[0][6]$_DFFE_PP_
6_report,2110,2,wdata_i[12],registers[17][12]$_DFFE_PP_
[cells by family (layout without fill, tap and decap cells)]
kind of cell | count (synthesis) | after routing
buffers and inverters | 217 | 436
muxes | 736 | 736
and+or+nand+nor | 212 | 212
other | 1 | 33
AOI/OAI and AO/OA | 374 | 374
DFF | 1024 | 1024
Power figures rest on the tool's default switching activity, not on a simulated workload.
